--- design/flow/config.mk ---
export PLATFORM = sky130hd
export DESIGN_NAME = mi_primer_contador
export DESIGN_NICKNAME = mi_primer_contador
export VERILOG_FILES = /design/flow/design.v
export SDC_FILE = /design/flow/constraint.sdc
export NUM_CORES = 4
export LEC_CHECK = 1
export CORE_UTILIZATION = 40
--- design/flow/constraint.sdc ---
current_design mi_primer_contador

set clk_period 3.2
set clk_io_pct 0.2

create_clock -name clk0 -period $clk_period [get_ports {CLOCK}]

set non_clock_inputs [all_inputs -no_clocks]
set_input_delay [expr $clk_period * $clk_io_pct] -clock clk0 $non_clock_inputs
set_output_delay [expr $clk_period * $clk_io_pct] -clock clk0 [all_outputs]
--- design/flow/design.v ---
module contador (iCLOCK, iRESET_n, iENABLE, iUP_DOWN, oCOUNT, oTC);
function integer CLogB2;
input [31:0] Depth;
integer i;
begin
	i = Depth;
	for(CLogB2 = 0; i > 0; CLogB2 = CLogB2 + 1)
		i = i >> 1;
	end
endfunction 
parameter fin_cuenta = 16;
parameter WIDTH = CLogB2(fin_cuenta-1);
input iCLOCK, iRESET_n, iENABLE, iUP_DOWN;
output reg [WIDTH-1:0] oCOUNT;
output oTC;
always @ (posedge iCLOCK or negedge iRESET_n)
	begin
		if (!iRESET_n)
			oCOUNT <= 0;
		else
			begin
				if (iENABLE == 1'b1)
					if (iUP_DOWN)
						if (oCOUNT == fin_cuenta-1)
							oCOUNT <= 0;
						else
							oCOUNT <= oCOUNT + 1'b1;
					else
						if (oCOUNT == 0)
							oCOUNT <= fin_cuenta-1;
						else
							oCOUNT <= oCOUNT - 1'b1;
				else
					oCOUNT <= oCOUNT;
			end
	end
assign oTC = ((oCOUNT == (fin_cuenta-1) && iUP_DOWN == 1'b1) ||
(oCOUNT == 0 && iUP_DOWN == 1'b0))? 1'b1 : 1'b0;
endmodule 
module hexTo7seg (iHEX, o7SEG);
input [3:0] iHEX;
output reg [6:0] o7SEG;
always @ (iHEX)
	begin
		case (iHEX)  
			4'h0 : o7SEG = 7'b1000000;
			4'h1 : o7SEG = 7'b1111001;
			4'h2 : o7SEG = 7'b0100100;
			4'h3 : o7SEG = 7'b0110000;
			4'h4 : o7SEG = 7'b0011001;
			4'h5 : o7SEG = 7'b0010010;
			4'h6 : o7SEG = 7'b0000010;
			4'h7 : o7SEG = 7'b1011000;
			4'h8 : o7SEG = 7'b0000000;
			4'h9 : o7SEG = 7'b0011000;
			4'ha : o7SEG = 7'b0001000;
			4'hb : o7SEG = 7'b0000011;
			4'hc : o7SEG = 7'b1000100;
			4'hd : o7SEG = 7'b0100001;
			4'he : o7SEG = 7'b0000110;
			4'hf : o7SEG = 7'b0001110;
			default : o7SEG = 7'b1000000;
		endcase
	end
endmodule 
module mi_primer_contador (CLOCK, KEY, SW0, SW1, HEX);
input CLOCK, KEY, SW0, SW1;
output [6:0] HEX;
wire TC;
wire [3:0] COUNT;
	contador #(.fin_cuenta(25000000)) i1 (
		.iCLOCK(CLOCK),
		.iRESET_n(KEY),
		.iENABLE(SW0),
		.iUP_DOWN(1'b1),
		.oCOUNT(),
		.oTC(TC));
	contador #(.fin_cuenta(10)) i2 (
		.iCLOCK(CLOCK),
		.iRESET_n(KEY),
		.iENABLE(TC),
		.iUP_DOWN(SW1),
		.oCOUNT(COUNT),
		.oTC());
	hexTo7seg i3 (
		.iHEX(COUNT), 
		.o7SEG(HEX));
endmodule 
--- design/flow/run.sh ---
#!/bin/bash
# OpenROAD 26Q1-2900-gdf79404cd8, Yosys 0.63+post, stock flow scripts
make -C /OpenROAD-flow-scripts/flow DESIGN_CONFIG=/design/flow/config.mk WORK_HOME=/design/flow/orfs finish
==> notes.md <==
run metrics: most frequent logic cell in the layout=dfrtp_1, clock skew=0.00594 ns, DRT Pass-1 Iters=4, total number of yosys warnings=3, Startpoint Class=register, DR vias=1503, outcome=complete, no violations, setup_tns=0 ns, hold_ws=0.519 ns, FMAX=361 MHz, Clock Path Buffers=2, Leakage=0.842 nW, Die Y=69.4 um, Total Routing Usage GR=17.1%, Adder Area Share=4.82%, Dominant cell area share=39.9%, MUX area fraction=2.82%, Mapped Area=1820 um2, Hold Crit Start=i1.oCOUNT[23]$_DFFE_PN0P_, worst reg-to-reg setup slack=1.17 ns, R2R Path Start=i1.oCOUNT[0]$_DFFE_PN0P_, post-CTS sizing=0, Peak VDD IR=132 uV, Hold Crit Depth=1, final core utilization=47.2%, H-tree Lvls=2, FP Util=41.7%, vias in the first global route=1365, period utilisation layout=86.5%, met2 Use GR=23.8%, drt wl/cell=14.1 um, cells on worst reg2reg path=5, Mapped Cells=202, critical path's top delay family=buffers and inverters, post-cts hold-fix buffer tally=0, Setup CP Type=register to output port, xor+xnor area frac=5.79%, HP Class=register to register, initial antenna violation count=0, crit end category=output port, RSZ-0062 raised after global routing=false, Final setup viols=0, post-layout minimum cycle time=2.77 ns, clk slew on worst S/H paths=0.06 ns, Slowest-stage cell, CP=dfrtp_1, yosys cell count=202, Yosys cell types=45, most frequent cells in the layout=dfrtp_1 (29), nand2_1 (17), o21ai_0 (15), a21oi_1 (13), nand3_1 (12), Critical Path AT=2.13 ns, I/O pins=11, yosys synthesis chip area=1820 um2, most frequent CP cell=inv_1, Slew Viols, Final=0, number of diodes=0, hold path endpoint=i1.oCOUNT[23]$_DFFE_PN0P_, Worst slew margin=64.2%, post-DP HPWL=2.63 mm, max-cap check violation count=0, actual slew at the worst max-slew pin=0.537 ns, DRT Wirelength=3.74 mm, die area=4820 um2, main logic family after synthesis=simple AND/OR/NAND/NOR gates, ys async rst share=100%, grt ovf=0, row cnt=24, post-synthesis sequential area ratio=39.9%, Top area cell types=dfrtp_1 (40%), ha_1 (4.8%), xnor2_1 (4.3%), chip width=69.4 um, Insertion Delay late pin=0.28 ns, synthesis-stage register bit count=29, CTS root buf=clkbuf_8, ao+oa area frac=15.6%, AND/OR/NAND/NOR Cells, Area Fraction=27.0%, number of enable flip-flop cells=0, CORE AREA=4350 um2, global routing met1 resource utilization=28.8%, setup bufs post-CTS=0, WP buf/inv=4, Inserted Clock Buffers=5, Design Area, Final=2060 um2, final hold violations=0, drc violations=0, Log Warnings=29, syn_area_per_cell=8.99 um2, Worst path max stage delay=0.52 ns, initial drt markers=111, Main synth FF type=dfrtp_1, M3 GR Usage=3.83%, port bufs=10, layout cells sized above 1=8.45%, PwrDens=433 nW/um2, CP cell instances=inv_1 > ha_1 > inv_1 > ha_1 > inv_1 > o21ai_0 > clkdlybuf4s50_1, crit-path max FO=10, ANT nets after route=0, Yosys top cell by area=dfrtp_1, largest net degree at the start of global routing=30, GRT Max-Usage Layer=met1, via density per instance=5.67, Layout area overhead=13.2%, Critical Path RT=2.56 ns, first-pass GRT wire length=6.62 mm, GP Congestion=0.904, Area after DPL=1950 um2, # clock sinks=29, CTS tree=built, R2R Path End=i1.oCOUNT[1]$_DFFE_PN0P_
worst reg2reg max path: stages (launching register included):
cell and delay, ns:
dfrtp_1 0.42, ha_1 0.22, nor4bb_1 0.21, nand4_1 0.35, or2_2 0.46, a31o_2 0.26
per-layer routing:
layer	up-vias	wire (um)
met3	6	118
met5	-	0
met1	713	1970
met2	20	1590
met4	0	55
li1	764	-
cell usage after synthesis (2+ instances only):
| library cell | instances |
|---|---|
| nor2_1 | 5 |
| clkbuf_1 | 6 |
| o21ai_0 | 15 |
| or4_1 | 2 |
| nand2_1 | 17 |
| xnor2_1 | 9 |
| mux2i_1 | 4 |
| nor4bb_1 | 2 |
| nor4_1 | 3 |
| nand4_1 | 11 |
| ha_1 | 7 |
| o21bai_1 | 2 |
| or3_1 | 8 |
| dfrtp_1 | 29 |
| nor2b_1 | 4 |
| xor2_1 | 3 |
| and3_1 | 3 |
| inv_1 | 8 |
| and4_1 | 4 |
| nand3_1 | 12 |
| o22ai_1 | 3 |
| a22o_1 | 2 |
| nand2b_1 | 2 |
| o31ai_1 | 2 |
| or2_2 | 3 |
| a21oi_1 | 13 |
| o211ai_1 | 2 |
| nor3_1 | 4 |
registers in the layout (all words and copies together), names as in the netlist:
signal / flops
i1.oCOUNT: 25
i2.oCOUNT: 4
report_power, final:
group          switching, mW  internal, mW
Sequential            0.0529         0.400
Clock                  0.132         0.194
Combinational         0.0519        0.0588
logic make-up after synthesis:
logic type	count (synthesis)
mux	5
xor+xnor	12
flops	29
simple gates	85
buf+inv	17
fa+ha+maj	7
compound gates	47
how the worst max path moves through the flow:
stage	startpoint	endpoint	slack (ns)	depth (start not counted)
after CTS	i2.oCOUNT[0]$_DFFE_PN0N_	HEX[5]	0.42	7
after global routing	i2.oCOUNT[0]$_DFFE_PN0N_	HEX[5]	0.30	7
final	i2.oCOUNT[0]$_DFFE_PN0N_	HEX[5]	0.43	7
cell type report:
cell class	instances	area, um2
fillers	396	2300
flip-flops and latches	29	726
well taps	52	65.1
multi-input cells	156	1020
inverters	8	30.0
clock inverters	1	5.00
clock buffers	7	96.3
repair buffers	12	115
metrics by stage:
stage / std cells / total power, mW / worst slack, ns
6_report: 265 / 0.889 / 0.433
2_1_floorplan: 202 / 0.522 / 1.21
3_3_place_gp: 257 / 0.569 / 0.523
4_1_cts: 265 / 0.901 / 0.424
5_1_grt: 265 / 0.940 / 0.298
3_5_place_dp: 257 / 0.569 / 0.454
Power and IR drop assume default switching activity.
